[flow/config.mk]
export PLATFORM = sky130hd
export DESIGN_NAME = m_Buffer
export DESIGN_NICKNAME = m_Buffer
export VERILOG_FILES = /design/flow/design.v
export SDC_FILE = /design/flow/constraint.sdc
export NUM_CORES = 4
export LEC_CHECK = 1
export CORE_UTILIZATION = 40
[flow/constraint.sdc]
current_design m_Buffer

set clk_period 6.3
set clk_io_pct 0.2

create_clock -name clk0 -period $clk_period [get_ports {CLK}]

set non_clock_inputs [all_inputs -no_clocks]
set_input_delay [expr $clk_period * $clk_io_pct] -clock clk0 $non_clock_inputs
set_output_delay [expr $clk_period * $clk_io_pct] -clock clk0 [all_outputs]
[flow/design.v]
`timescale 1ns / 1ps
module m_Buffer(
		RST,
		CLK,
		command_write,
		command_read,
		buffer_credit_level,
		data_in,
		data_out
	);
	parameter	P_LOCAL_ID = 0;
	parameter	P_LOCAL_CHANNEL = 0;		 
		parameter P_DATA_WIDTH = 34;
	input RST;
	input CLK;
	input command_write;
	input command_read;
	output [4 - 1 : 0] buffer_credit_level;
  input 	[P_DATA_WIDTH - 1: 0] data_in;
  output	[P_DATA_WIDTH - 1: 0] data_out;
	reg [P_DATA_WIDTH - 1 : 0] fifoMem [12 - 1 : 0];		 
	reg [4 : 0] i;											 
	wire [P_DATA_WIDTH - 1 : 0] fifo_out;								 
	reg [4 - 1 : 0] credits;
	wire full;
	wire empty;
	reg [4 - 1: 0] pointer_write;
  reg [4 - 1: 0] pointer_read;
	assign data_out = (!empty) ? fifo_out : 'b0;						 
	assign fifo_out  = (pointer_read < 12 ) ? fifoMem[pointer_read] : 'b0;
	assign full = (credits == 0);
	assign empty = (credits ==  12);
	assign buffer_credit_level = credits;
	initial begin:Initialization
	end
	always @ (posedge RST or posedge CLK) begin:WRITEBLOCK
		if ( RST ) begin
			pointer_write <= 0;
			for (i = 0; i < 12; i = i + 1) begin
				fifoMem[i] <= 'b0;
			end
		end else if (command_write && !full) begin
			fifoMem[pointer_write] <= data_in;
			if (pointer_write  >= (12 - 1)) begin			
				pointer_write <= 0;
			end else begin
				pointer_write <= pointer_write + 1;
			end
		end
	end
	always @ (posedge RST or posedge CLK) begin:READBLOCK
		if ( RST ) begin
			pointer_read <= 0;
		end else if (command_read && !empty) begin
			if (pointer_read  >= (12 - 1)) begin
				pointer_read <= 0;
			end else begin
				pointer_read <= pointer_read + 1;	
			end
		end
	end
	always @ (posedge RST or posedge CLK) begin:CREDITBLOCK
		if( RST )
			credits <= 12;
		else if((!full && command_write) && ( !empty && command_read ))
			credits <= credits;
		else if(!full && command_write)
			credits <= credits - 1;
		else if(!empty && command_read)
			credits <= credits + 1;
		else
			credits <= credits;
	end
endmodule
[flow/run.sh]
#!/bin/bash
# OpenROAD 26Q1-2900-gdf79404cd8, Yosys 0.63+post, stock flow scripts
make -C /OpenROAD-flow-scripts/flow DESIGN_CONFIG=/design/flow/config.mk WORK_HOME=/design/flow/orfs finish
==> flow_summary.json <==
{
  "synth_cell_types": 52,
  "gp_congestion": 0.8089,
  "hold_viol": 0,
  "grt_antenna_before_repair": 2,
  "top_level_ports": 76,
  "slew_headroom": 0.4134,
  "drt-initial-drc-count": 886,
  "whs_path_depth": 1,
  "drt_wl_total_um": 52290,
  "avgSynthCellArea_um2": 14.06,
  "hpwlAfterDp_um": 28490,
  "hold_end": "fifoMem[0][30]$_DFFE_PP0P_",
  "setup-tns-final_ps": 0,
  "synth_top_area_share": 0.5217,
  "cp_slowest_cell": "a2111oi_0",
  "hold_class": "reg -> reg",
  "cts_htree_levels": 2,
  "worstMarginPinSlew_ps": 874.4,
  "rsz0062_at_grt": "false",
  "clock_path_buffers": 3,
  "max_freq_mhz": 191.6,
  "core_area_um2": 49150,
  "critical_path_arrival_ps": 3960,
  "cts.clk_slew.worst_paths_ps": 60,
  "synth_dominant_cell_count": "dfrtp_1",
  "reg2reg_slack_ps": 3590,
  "regArea_um2": 10510,
  "post_dp_cell_area_um2": 21060,
  "first_global_vias": 13106,
  "syn-instance-count": 1426,
  "cts_inserted_buffers": 45,
  "yosysCellCount": 1426,
  "chipWidth_um": 225.9,
  "cap_violations": 0,
  "finClkSkew_ps": 11.85,
  "fill_cells": 4305,
  "tool_warnings": 39,
  "row_count": 81,
  "vias_per_cell": 5.706,
  "drc_errors": 0,
  "worstPathMaxFanout": 28,
  "finalCriticalPeriod_ps": 5218,
  "reg2reg_to": "fifoMem[7][31]$_DFFE_PP0P_",
  "wire_per_inst_um": 24.34,
  "cp_num_buf_inv": 6,
  "worst_ep_required_time_ps": 5040,
  "final_antenna_net_count": 0,
  "ys_ff": 420,
  "cpLargestDelayFamily": "buffers and inverters",
  "logic_area_um2": 8562,
  "clock-sinks": 420,
  "dp_slack_ps": 1707,
  "reg2reg_depth": 5,
  "power.static_leakage_nw": 9.961,
  "peakVddDrop_mv": 0.2887,
  "synth_area_um2": 20050,
  "chipHeight_um": 225.9,
  "crit_type": "reg -> out",
  "start_kind": "flip-flop",
  "yosys.area.top_type": "dfrtp_1",
  "topCellsByArea": "dfrtp_1 (52%), mux2_4 (18%), mux2_2 (9.5%)",
  "postLayoutSetupSlackWorst_ps": 1082,
  "synthArstFlopShare": 1.000,
  "yosys_most_used_dff": "dfrtp_1",
  "clock_latency_ps": 580,
  "drive_above_1_share": 0.3722,
  "io_buffers": 75,
  "finalPower_mw": 12.87,
  "area_growth_pct": 12.94,
  "dieArea_um2": 51020,
  "fp_util": 0.4079,
  "cts_tree": "built",
  "cts-resized-gates": 0,
  "drtPass1Iterations": 6,
  "yosys_warnings": 2,
  "track_usage": 0.2215,
  "path_cells": "inv_1, ha_1, buf_4, inv_1, buf_4, o22ai_1, a2111oi_0, buf_4, a21oi_1, clkdlybuf4s50_1",
  "cp_common_cell": "buf_4",
  "top_cells_by_count": "dfrtp_1 (418), mux2_4 (239), mux2_2 (169)",
  "r2r_start": "credits[3]$_DFFE_PP1P_",
  "cts_setup_buffers": 0,
  "hold_start": "fifoMem[0][30]$_DFFE_PP0P_",
  "critPathMaxStageDelay_ps": 560,
  "grt_overflow_total": 0,
  "powerDensity_nw_per_um2": 568.6,
  "period_used_share": 0.8283,
  "cts_root_buffer": "clkbuf_16",
  "slew_viol_final": 0,
  "ys_area_um2": 20050,
  "grt_pass1_wl_um": 81880,
  "cp-end-kind": "output port",
  "synth-edff-count": 0,
  "status": "finished clean",
  "dp_cells": 2064,
  "final_cell_area_um2": 22640,
  "cts_hold_buf": 0,
  "final_cells": 2148,
  "setup_viol": 0,
  "postSynthSeqShare": 0.5243,
  "vias": 12257,
  "grt_max_degree": 119
}
per-stage QoR:
| stage | utilization | hold slack (ps) |
|---|---|---|
| 5_1_grt | 0.4607 | 511.2 |
| 4_1_cts | 0.4606 | 506.2 |
| 6_report | 0.4607 | 500.9 |
| 3_5_place_dp | 0.4284 | 487.3 |
| 2_1_floorplan | - | 473.4 |
| 3_3_place_gp | 0.4284 | 484.8 |
cells by family (layout without fill, tap and decap cells):
logic type / Yosys count / in the layout / share of synthesized area
adders and majority gates: 15 / 15 / 0.009736
DFF: 420 / 420 / 0.5243
and+or+nand+nor: 113 / 113 / 0.03127
other: 0 / 1 / 0
AOI/OAI and AO/OA: 306 / 306 / 0.1067
muxes: 410 / 410 / 0.2749
xor gates and xnor gates: 3 / 3 / 0.001311
buffers and inverters: 159 / 216 / 0.05180
cells in the final DEF, fill, tap and decap left out, types with 7 or more instances in the layout:
cell type / n
o22ai_1: 28
clkbuf_16: 47
nand3_1: 20
nor3_1: 30
mux2_2: 169
a21oi_1: 66
inv_1: 14
clkinv_2: 9
a22oi_1: 103
o21ai_0: 46
clkbuf_1: 7
dfrtp_1: 418
mux2_4: 239
a222oi_1: 48
buf_4: 39
clkdlybuf4s50_1: 75
clkbuf_8: 15
nor2_1: 32
ha_1: 10
how the worst max path moves through the flow:
stage | start | endpoint | slack [ps] | cells after the start
finish | pointer_read[3]$_DFFE_PP0P_ | data_out[14] | 1080 | 10
global route | pointer_read[3]$_DFFE_PP0P_ | data_out[14] | 930 | 10
CTS | pointer_read[3]$_DFFE_PP0P_ | data_out[14] | 1080 | 10
sequential cells by signal (all words and copies together) (netlist names):
signal,flops
credits,4
pointer_read,4
fifoMem,408
pointer_write,4
power by group:
| part | switching (mW) | total [mW] | internal (mW) |
|---|---|---|---|
| clock network | 1.09 | 2.79 | 1.70 |
| registers | 0.729 | 4.68 | 3.95 |
| logic | 2.44 | 5.41 | 2.97 |
routing by layer:
layer	up-vias	track usage	wire length [um]
met5	-	0	9
met3	94	0.05547	3587
li1	5368	-	-
met2	410	0.3288	23760
met1	6383	0.3402	23650
met4	2	0.04894	1284
area by class of cell:
type                       count  share of cell area
sequential                   420              0.4643
inverter                      17            0.003094
clock inverter                14            0.007680
antenna                        1           0.0001105
multi-input combinational    847              0.3781
clock buffer                  69             0.06222
tap                          664             0.03669
timing repair buffer         116             0.04785
Power and IR drop assume default switching activity.
