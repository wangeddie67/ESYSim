[design.v]
`timescale 1ns / 1ps
module m_Crossbar(
		request_0,
		request_1,
		request_2,
		request_3,
		request_4,
		data_in_0,
		data_in_1,
		data_in_2,
		data_in_3,
		data_in_4,
		data_out_0,
		data_out_1,
		data_out_2,
		data_out_3,
		data_out_4,
		feedback_in_0,
		feedback_in_1,
		feedback_in_2,
		feedback_in_3,
		feedback_in_4,
		feedback_out_0,
		feedback_out_1,
		feedback_out_2,
		feedback_out_3,
		feedback_out_4
	);
	parameter P_DATA_WIDTH = 34 + 1;
	parameter P_FEEDBACK_WIDTH = 4;
	input [5 - 1 : 0] request_0;
	input [5 - 1 : 0] request_1;
	input [5 - 1 : 0] request_2;
	input [5 - 1 : 0] request_3;
	input [5 - 1 : 0] request_4;
	input [P_DATA_WIDTH - 1 : 0] data_in_0;
	input [P_DATA_WIDTH - 1 : 0] data_in_1;
	input [P_DATA_WIDTH - 1 : 0] data_in_2;
	input [P_DATA_WIDTH - 1 : 0] data_in_3;
	input [P_DATA_WIDTH - 1 : 0] data_in_4;
	output [P_DATA_WIDTH - 1 : 0] data_out_0;
	output [P_DATA_WIDTH - 1 : 0] data_out_1;
	output [P_DATA_WIDTH - 1 : 0] data_out_2;
	output [P_DATA_WIDTH - 1 : 0] data_out_3;
	output [P_DATA_WIDTH - 1 : 0] data_out_4;
	input [P_FEEDBACK_WIDTH - 1 : 0] feedback_in_0;
	input [P_FEEDBACK_WIDTH - 1 : 0] feedback_in_1;
	input [P_FEEDBACK_WIDTH - 1 : 0] feedback_in_2;
	input [P_FEEDBACK_WIDTH - 1 : 0] feedback_in_3;
	input [P_FEEDBACK_WIDTH - 1 : 0] feedback_in_4;
	output [P_FEEDBACK_WIDTH - 1 : 0] feedback_out_0;
	output [P_FEEDBACK_WIDTH - 1 : 0] feedback_out_1;
	output [P_FEEDBACK_WIDTH - 1 : 0] feedback_out_2;
	output [P_FEEDBACK_WIDTH - 1 : 0] feedback_out_3;
	output [P_FEEDBACK_WIDTH - 1 : 0] feedback_out_4;
	wire [5 - 1 : 0] request [5 - 1 : 0];
	reg [5 - 1 : 0] select [5 - 1 : 0];
	assign request[0] = request_0;
	assign request[1] = request_1;
	assign request[2] = request_2;
	assign request[3] = request_3;
	assign request[4] = request_4;
	initial begin:Initialization
	end
	genvar j_var;
	generate
		for(j_var = 0; j_var < 5; j_var = j_var + 1) begin:LOGIC
			always @ (
				request[0] or
				request[1] or
				request[2] or
				request[3] or
				request[4]
			) begin:MUX_LOGIC
				if(request[0] == (5'b00001 << j_var)) begin
					select[j_var] = 5'b00001;
				end else if(request[1] == (5'b00001 << j_var)) begin
					select[j_var] = 5'b00010;
				end else if(request[2] == (5'b00001 << j_var)) begin
					select[j_var] = 5'b00100;
				end else if(request[3] == (5'b00001 << j_var)) begin
					select[j_var] = 5'b01000;
				end else if(request[4] == (5'b00001 << j_var)) begin
					select[j_var] = 5'b10000;
				end else begin
					select[j_var] = 5'b00000;
				end
			end
		end
	endgenerate
	m_Switch_Data
	#(
		.P_DATA_WIDTH(P_DATA_WIDTH)
	) dataSwitch (
		.sel_0(select[0])
		,.sel_1(select[1])
		,.sel_2(select[2])
		,.sel_3(select[3])
		,.sel_4(select[4])
		,.data_in_0(data_in_0)
		,.data_in_1(data_in_1)
		,.data_in_2(data_in_2)
		,.data_in_3(data_in_3)
		,.data_in_4(data_in_4)
		,.data_out_0(data_out_0)
		,.data_out_1(data_out_1)
		,.data_out_2(data_out_2)
		,.data_out_3(data_out_3)
		,.data_out_4(data_out_4)
	);
	m_Switch_Feedback
	#(
		.P_FEEDBACK_WIDTH(P_FEEDBACK_WIDTH)
	) feedbackSwitch (
		.sel_0(request[0])
		,.sel_1(request[1])
		,.sel_2(request[2])
		,.sel_3(request[3])
		,.sel_4(request[4])
		,.feedback_in_0(feedback_in_0)
		,.feedback_in_1(feedback_in_1)
		,.feedback_in_2(feedback_in_2)
		,.feedback_in_3(feedback_in_3)
		,.feedback_in_4(feedback_in_4)
		,.feedback_out_0(feedback_out_0)
		,.feedback_out_1(feedback_out_1)
		,.feedback_out_2(feedback_out_2)
		,.feedback_out_3(feedback_out_3)
		,.feedback_out_4(feedback_out_4)
	);
endmodule
`timescale 1ns / 1ps
module m_Mux_NoEncoding(
		select,
		data_out,
		data_in_0,
		data_in_1,
		data_in_2,
		data_in_3,
		data_in_4,
		data_in_5
	);
	parameter P_DATA_WIDTH = 8;
	input [5 - 1 : 0] select;
	input [P_DATA_WIDTH - 1 : 0] data_in_0;
	input [P_DATA_WIDTH - 1 : 0] data_in_1;
	input [P_DATA_WIDTH - 1 : 0] data_in_2;
	input [P_DATA_WIDTH - 1 : 0] data_in_3;
	input [P_DATA_WIDTH - 1 : 0] data_in_4;
	input [P_DATA_WIDTH - 1 : 0] data_in_5;
	output reg [P_DATA_WIDTH - 1 : 0] data_out;
	initial begin:Initialization
	end
	always @ (select 
		or data_in_0
		or data_in_1
		or data_in_2
		or data_in_3
		or data_in_4
		or data_in_5
	) begin:MUX
		case (select)
			5'b00001 : data_out = data_in_0;
			5'b00010 : data_out = data_in_1;
			5'b00100 : data_out = data_in_2;
			5'b01000 : data_out = data_in_3;
			5'b10000 : data_out = data_in_4;
			5'b00000 : data_out = data_in_5;
			default: data_out = 0;
		endcase
	end
endmodule
`timescale 1ns / 1ps
module m_Switch_Data(
		sel_0,
		sel_1,
		sel_2,
		sel_3,
		sel_4,
		data_in_0,
		data_in_1,
		data_in_2,
		data_in_3,
		data_in_4,
		data_out_0,
		data_out_1,
		data_out_2,
		data_out_3,
		data_out_4
	);
	parameter P_DATA_WIDTH = 8;
	input [5 - 1 : 0] sel_0;
	input [5 - 1 : 0] sel_1;
	input [5 - 1 : 0] sel_2;
	input [5 - 1 : 0] sel_3;
	input [5 - 1 : 0] sel_4;
	input [P_DATA_WIDTH - 1 : 0] data_in_0;
	input [P_DATA_WIDTH - 1 : 0] data_in_1;
	input [P_DATA_WIDTH - 1 : 0] data_in_2;
	input [P_DATA_WIDTH - 1 : 0] data_in_3;
	input [P_DATA_WIDTH - 1 : 0] data_in_4;
	output [P_DATA_WIDTH - 1 : 0] data_out_0;
	output [P_DATA_WIDTH - 1 : 0] data_out_1;
	output [P_DATA_WIDTH - 1 : 0] data_out_2;
	output [P_DATA_WIDTH - 1 : 0] data_out_3;
	output [P_DATA_WIDTH - 1 : 0] data_out_4;
	wire [5 - 1 : 0] select [5 - 1 : 0];
	wire [P_DATA_WIDTH - 1 : 0] data_in [5 - 1 : 0];
	wire [P_DATA_WIDTH - 1 : 0] data_out [5 - 1 : 0];
	wire [P_DATA_WIDTH - 1 : 0] const_0;
	assign select[0]=sel_0;
	assign select[1]=sel_1;
	assign select[2]=sel_2;
	assign select[3]=sel_3;
	assign select[4]=sel_4;
	assign data_in[0]=data_in_0;
	assign data_in[1]=data_in_1;
	assign data_in[2]=data_in_2;
	assign data_in[3]=data_in_3;
	assign data_in[4]=data_in_4;
	assign data_out_0=data_out[0];
	assign data_out_1=data_out[1];
	assign data_out_2=data_out[2];
	assign data_out_3=data_out[3];
	assign data_out_4=data_out[4];
	assign const_0 = 0;
	initial begin:Initialization
	end
	genvar i;
	generate
		for (i = 0; i < 5; i = i + 1) begin:GENERATINGMUX
			m_Mux_NoEncoding
			# (
				.P_DATA_WIDTH(P_DATA_WIDTH)
			) mux_data (
				.select(select[i])
				,.data_out(data_out[i])
				,.data_in_0(data_in[0])
				,.data_in_1(data_in[1])
				,.data_in_2(data_in[2])
				,.data_in_3(data_in[3])
				,.data_in_4(data_in[4])
				,.data_in_5(const_0)
			);
		end
	endgenerate
endmodule
`timescale 1ns / 1ps
module m_Switch_Feedback(
		sel_0,
		sel_1,
		sel_2,
		sel_3,
		sel_4,
		feedback_in_0,
		feedback_in_1,
		feedback_in_2,
		feedback_in_3,
		feedback_in_4,
		feedback_out_0,
		feedback_out_1,
		feedback_out_2,
		feedback_out_3,
		feedback_out_4
	);
	parameter P_FEEDBACK_WIDTH = 8;
	input [5 - 1 : 0] sel_0;
	input [5 - 1 : 0] sel_1;
	input [5 - 1 : 0] sel_2;
	input [5 - 1 : 0] sel_3;
	input [5 - 1 : 0] sel_4;
	input [P_FEEDBACK_WIDTH - 1 : 0] feedback_in_0;
	input [P_FEEDBACK_WIDTH - 1 : 0] feedback_in_1;
	input [P_FEEDBACK_WIDTH - 1 : 0] feedback_in_2;
	input [P_FEEDBACK_WIDTH - 1 : 0] feedback_in_3;
	input [P_FEEDBACK_WIDTH - 1 : 0] feedback_in_4;
	output [P_FEEDBACK_WIDTH - 1 : 0] feedback_out_0;
	output [P_FEEDBACK_WIDTH - 1 : 0] feedback_out_1;
	output [P_FEEDBACK_WIDTH - 1 : 0] feedback_out_2;
	output [P_FEEDBACK_WIDTH - 1 : 0] feedback_out_3;
	output [P_FEEDBACK_WIDTH - 1 : 0] feedback_out_4;
	wire [5 - 1 : 0] select [5 - 1 : 0];
	wire [P_FEEDBACK_WIDTH - 1 : 0] feedback_in [5 - 1 : 0];
	wire [P_FEEDBACK_WIDTH - 1 : 0] feedback_out [5 - 1 : 0];
	wire [P_FEEDBACK_WIDTH - 1 : 0] const_0;
	assign select[0]=sel_0;
	assign select[1]=sel_1;
	assign select[2]=sel_2;
	assign select[3]=sel_3;
	assign select[4]=sel_4;
	assign feedback_in[0]=feedback_in_0;
	assign feedback_in[1]=feedback_in_1;
	assign feedback_in[2]=feedback_in_2;
	assign feedback_in[3]=feedback_in_3;
	assign feedback_in[4]=feedback_in_4;
	assign feedback_out_0=feedback_out[0];
	assign feedback_out_1=feedback_out[1];
	assign feedback_out_2=feedback_out[2];
	assign feedback_out_3=feedback_out[3];
	assign feedback_out_4=feedback_out[4];
	assign const_0 = 0;
	initial begin:Initialization
	end
	genvar i;
	generate
		for (i = 0; i < 5; i = i + 1) begin:GENERATINGMUX
			m_Mux_NoEncoding
			# (
				.P_DATA_WIDTH(P_FEEDBACK_WIDTH)
			) mux_feedback (
				.select(select[i])
				,.data_out(feedback_out[i])
				,.data_in_0(feedback_in[0])
				,.data_in_1(feedback_in[1])
				,.data_in_2(feedback_in[2])
				,.data_in_3(feedback_in[3])
				,.data_in_4(feedback_in[4])
				,.data_in_5(const_0)
			);
		end
	endgenerate
endmodule
[run.sh]
#!/bin/bash
# OpenROAD 26Q1-2900-gdf79404cd8, Yosys 0.63+post, stock flow scripts
make -C /OpenROAD-flow-scripts/flow DESIGN_CONFIG=/design/flow/config.mk WORK_HOME=/design/flow/orfs finish
[constraint.sdc]
current_design m_Crossbar

set clk_period 11.8
set clk_io_pct 0.2

create_clock -name clk0 -period $clk_period

set non_clock_inputs [all_inputs -no_clocks]
set_input_delay [expr $clk_period * $clk_io_pct] -clock clk0 $non_clock_inputs
set_output_delay [expr $clk_period * $clk_io_pct] -clock clk0 [all_outputs]
[config.mk]
export PLATFORM = sky130hd
export DESIGN_NAME = m_Crossbar
export DESIGN_NICKNAME = m_Crossbar
export VERILOG_FILES = /design/flow/design.v
export SDC_FILE = /design/flow/constraint.sdc
export NUM_CORES = 4
export LEC_CHECK = 1
export CORE_AREA = 10 10 271 271
export DIE_AREA = 0 0 281 281
==> run_results.csv <==
group,metric,value,unit
outcome,status,"finished clean",
flow_run,warnings,32,
layout,nFillCells,7599,
sta,setup_viol,0,
critical_path,worstPathArrival,6.50,ns
sta,hold_violations,0,
detailed_routing,wl_per_cell,29.10,um
yosys,synth_top_area_share,19.94,%
flow_run,cap_violations,0,
detailed_routing,first_iter_violations,2001,
yosys,common_cells,"nor2_1 (486), clkbuf_1 (163), and3_1 (139), a311oi_1 (136), nor3_1 (106)",
placed_design,io_buffers,415,
sta,tightest_slew,0.8586,ns
sta,max-slew-margin-rel,42.32,%
critical_path,crit_end,"data_out_3[1]",
yosys,yosysWarnings,7,
cts,ctsHoldBuffers,0,
layout,syn2layout_area_growth,54.08,%
detailed_routing,ant_nets,0,
critical_path,path_cells,"buf_2 > buf_4 > or3_2 > buf_4 > nor2_4 > nor3_4 > buf_4 > nor3b_4 > buf_4 > nor3_1 > clkdlybuf4s50_1",
layout,flop-count,0,
floorplan,dieArea,0.07896,mm^2
detailed_routing,vias,15580,
floorplan,core_area,0.06740,mm^2
detailed_routing,drc,0,
yosys,synth.most_common_cell,"nor2_1",
power,switching_share,54.29,%
yosys,ys_seq_share,0,%
min_path,min_path_type,"in2out",
layout,ff_latch_area,0,um^2
yosys,top_cells_by_area,"nor2_1 (20%), a311oi_1 (13%), and3_1 (9.5%)",
critical_path,required,9.44,ns
critical_path,crit_type,"in2out",
power,p_int,0.2001,mW
sta,rsz0062_at_grt,"false",
critical_path,crit_slowest_cell,"nor3b_4",
global_routing,grt_pass1_wl,112500,um
yosys,synth.distinct_cells,39,
global_routing,grt_pass1_vias,15451,
min_path,min_from,"feedback_in_1[1]",
sta,period_needed,8.857,ns
yosys,avgSynthCellArea,5.697,um^2
global_routing,antenna_found_initial,13,
detailed_routing,viasPerCell,5.657,
sta,timing.fmax,112.9,MHz
critical_path,end_kind,"output pin",
placed_design,finalWeightedCongestion,0.9039,
sta,fin_ws,2.943,ns
cts,cts_resized,0,
floorplan,die_w,281,um
floorplan,pin_count,415,
power,leakage,4.933,nW
layout,drive_above_1_share,5.600,%
sta,final.setup.tns,0,ns
power,power.density,31.06,mW/mm^2
critical_path,cp_slowest_stage_delay,0.66,ns
placed_design,dp_slack,3.039,ns
floorplan,num_rows,95,
sta,slew_violations,0,
global_routing,grt_overflow_total,0,
placed_design,hpwl,54930,um
floorplan,fp_util,13.57,%
global_routing,grt_util_all_layers,19.47,%
global_routing,grt_max_degree,68,
floorplan,dieHeight,281,um
detailed_routing,wl,80140,um
critical_path,crit_path_frequent_cell,"buf_4",
cts,cts_setup_buffers,0,
critical_path,worstSetupStartpointType,"input pin",
critical_path,crit_path_max_fanout,39,
yosys,largest_area_cell,"nor2_1",
yosys,syn_area,0.009149,mm^2
critical_path,critPathLaunch,"request_1[4]",
power,switchingPower,0.2377,mW
yosys,yosys_cells,1606,
yosys,yosysChipArea,0.009149,mm^2
layout,n_clock_buffer,0,
sta,finalCritPeriodShare,75.06,%
yosys,syn_inst,1606,
detailed_routing,dr.pass1.iters,7,
power,peakVddDrop,0.01318,mV
-- cell usage in the layout (no fill, tap or decap), types with 3 or more instances in the layout --
cell             instances
o22a_1                   5
buf_4                   54
or3_1                    4
nor3b_1                  4
o21ai_0                  3
nand2_2                  6
and2_0                   4
nor3_4                   5
and3_2                   3
o32ai_1                 68
and2_2                   3
nand2_1                 26
clkdlybuf4s50_1        414
nand3_2                  3
a31oi_1                 34
o2111ai_1               34
a22oi_1                 28
a211oi_1                 4
a311oi_1               136
or3_2                    6
o32a_1                  68
and3_1                 136
nor2b_4                  5
nand3_1                 51
diode_2                  6
a21oi_1                 38
a222oi_1                12
nor2_1                 484
or2_2                    3
nor2_4                   3
nand3b_1                 3
and2_1                  69
nor3_1                 105
nand2b_1                36
-- critical path: cells and delay by family --
family	cells	cell delay, ns
buffers and inverters	6	2.64
and+or+nand+nor	5	1.45
-- layer usage --
metal / vias up / GRT usage (%) / wire (um)
met4: 14 / 6.741 / 3023
met1: 7266 / 25.17 / 32210
met2: 1341 / 29.97 / 34810
met3: 291 / 6.386 / 9997
met5: - / 0 / 96
li1: 6668 / - / -
-- logic make-up (layout without fill, tap and decap cells) --
group / Yosys count / in the layout / share of synthesized area [%]
and+or+nand+nor: 976 / 976 / 51.26
buffers and inverters: 200 / 469 / 9.532
other: 0 / 6 / 0
AOI/OAI and AO/OA: 430 / 430 / 39.21
-- area by class of cell --
cell class | count | area, um^2 | share of cell area [%]
diodes | 6 | 15.01 | 0.1065
multi-input cells | 1406 | 8434 | 59.83
repair buffers | 469 | 4554 | 32.31
well taps | 873 | 1092 | 7.749
-- power by group through the flow --
stage | clock [mW] | combinational, mW | sequential [mW]
CTS | 0 | 0.430 | 0
global route | 0 | 0.463 | 0
-- worst min path at each step --
stage                    to  cells past startpoint
6_report  feedback_out_2[1]                      4
5_1_grt   feedback_out_2[1]                      4
4_1_cts   feedback_out_2[1]                      4
-- metrics by stage --
| step | util [%] | cells | instance area (um^2) | total power [mW] | hold WS (ns) |
|---|---|---|---|---|---|
| after floorplan | - | 1606 | 9149 | 0.1550 | 4.781 |
| final | 20.92 | 2754 | 14100 | 0.4379 | 5.796 |
| after global routing | 20.89 | 2748 | 14080 | 0.4631 | 5.820 |
| after global placement | 20.89 | 2748 | 14080 | 0.4283 | 5.799 |
| after CTS | 20.89 | 2748 | 14080 | 0.4301 | 5.794 |
| after detailed placement | 20.89 | 2748 | 14080 | 0.4279 | 5.787 |
Power is estimated from default activity; no workload was simulated.
